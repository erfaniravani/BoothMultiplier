## flow/config.mk

```make
export PLATFORM = sky130hd
export DESIGN_NAME = multiple
export DESIGN_NICKNAME = multiple
export VERILOG_FILES = /design/flow/design.v
export SDC_FILE = /design/flow/constraint.sdc
export NUM_CORES = 4
export LEC_CHECK = 1
export CORE_UTILIZATION = 40
```

## flow/constraint.sdc

```tcl
current_design multiple

set clk_period 3.8
set clk_io_pct 0.2

create_clock -name clk0 -period $clk_period [get_ports {clk}]

set non_clock_inputs [all_inputs -no_clocks]
set_input_delay [expr $clk_period * $clk_io_pct] -clock clk0 $non_clock_inputs
set_output_delay [expr $clk_period * $clk_io_pct] -clock clk0 [all_outputs]
```

## flow/design.v

```verilog
module addorsub (a, b, addsub, s);
  input [4:0] a, b;
  input addsub;
  output [4:0] s;
  assign s =(addsub==1)? a + b : a - b;
endmodule
module control(start, m0, m1, rst, clk, ldy, addsub, ldf, sclrf, shf, lds, shs, sel, sclrr, ldr, done,ps1);
  input start,m0,m1,rst,clk;
  output ldy,addsub,ldf,sclrf,shf,lds,shs,sel,sclrr,ldr,done;
  reg ldy,addsub,ldf,sclrf,shf,lds,shs,sel,sclrr,ldr,done;
  output [4:0] ps1;
  reg [4:0] ps,ns;
  assign ps1 = ps;
  always @(posedge clk)
    if (rst)
      ps <= 5'b00000;
    else
      ps <= ns;
  always @(ps or start or m0 or m1)
  begin  
  case (ps)
    5'b00000:  ns = start ? 5'b00001 : 5'b00000;
    5'b00001:  ns = 5'b00010;
    5'b00010:  ns = (m0==1 && m1==0)? 5'b00011 :(m0==0 && m1==1)? 5'b00101: 5'b00100;
    5'b00011:  ns = 5'b00100;
    5'b00100:  ns = 5'b00110;
    5'b00101:  ns = 5'b00100;
    5'b00110:  ns = (m0==1 && m1==0)? 5'b00111 :(m0==0 && m1==1)? 5'b01001: 5'b01000;
    5'b00111:  ns = 5'b01000;
    5'b01000:  ns = 5'b01010;
    5'b01001:  ns = 5'b01000;
    5'b01010: ns = (m0==1 && m1==0)? 5'b01011 :(m0==0 && m1==1)? 5'b01101: 5'b01100;
    5'b01011: ns = 5'b01100 ;
    5'b01100: ns = 5'b01110;
    5'b01101: ns = 5'b01100;
    5'b01110: ns = (m0==1 && m1==0)? 5'b01111 :(m0==0 && m1==1)? 5'b10001: 5'b10000;
    5'b01111: ns = 5'b10000;
    5'b10000: ns = 5'b10010;
    5'b10001: ns = 5'b10000;
    5'b10010: ns = (m0==1 && m1==0)? 5'b10011 :(m0==0 && m1==1)? 5'b10101: 5'b10100;
    5'b10011: ns = 5'b10100;
    5'b10100: ns = 5'b10110;
    5'b10101: ns = 5'b10100;
    5'b10110: ns = 5'b10111;
    5'b10111: ns = 5'b00000;
    endcase
  end
  always @(ps)
  begin
    {ldy,addsub,ldf,sclrf,shf,lds,shs,sel,sclrr,ldr,done} = 11'b000_0000_0000;
    case (ps)
      5'b00000: ;
      5'b00001: {lds,sclrf,sclrr} = 3'b111;
      5'b00010: ldy = 1'b1;
      5'b00011: {ldf, addsub} = 2'b11;
      5'b00100: {shs, ldr, shf} = 3'b111;
      5'b00101: ldf = 1'b1;
      5'b00110: ;
      5'b00111: {ldf, addsub} = 2'b11;
      5'b01000: {shs, ldr, shf} = 3'b111;
      5'b01001: ldf = 1'b1;
      5'b01010: ;
      5'b01011: {ldf, addsub} = 2'b11;
      5'b01100: {shs, ldr, shf} = 3'b111;
      5'b01101: ldf = 1'b1;
      5'b01110: ;
      5'b01111: {ldf, addsub} = 2'b11;
      5'b10000: {shs, ldr, shf} = 3'b111;
      5'b10001: ldf = 1'b1;
      5'b10010: ;
      5'b10011: {ldf, addsub} = 2'b11;
      5'b10100: {shs, ldr, shf} = 3'b111;
      5'b10101: ldf = 1'b1;
      5'b10110: done = 1'b1;
      5'b10111: {sel , done} = 2'b11;
    endcase
  end
endmodule
module data(data_in, clk, ldy, addsub, ldf, sclrf, shf, lds, shs, sel, sclrr, ldr, m0, m1, data_out);
  input [4:0] data_in;
  input clk,ldy,addsub,ldf,sclrf,shf,lds,shs,sel,sclrr,ldr;
  output m0,m1;
  output [4:0] data_out;
  wire [4:0] s_out,sum,f_out,y_out;
  wire fsh,ssh;
  addorsub a(f_out,y_out,addsub,sum);
  reg_5b y(data_in,ldy,clk,y_out);
  fshreg_5b f(sum,sclrf,ldf,shf,clk,f_out,fsh);
  sshreg_5b s(data_in,fsh,lds,shs,clk,s_out,ssh);
  reg_1b r(ssh,sclrr,ldr,clk,m0);
  mux2in mux(f_out,s_out,sel,data_out);
  assign m1 = ssh;
endmodule
module fshreg_5b (d, sclr, ld, sh, clk, q, shout);
  input [4:0] d;
  input sclr, ld, sh, clk;
  output shout;
  output [4:0] q;
  reg [4:0] q;
  assign ser_in = q[4];
  assign shout = q[0];
  always @(posedge clk)
    if (sclr)
      q <= 5'b0000;
    else if (ld)
      q <= d;
    else if (sh)
      q <= {ser_in, q[4:1]};
endmodule
module multiple(data_in,rst,start,clk,data_out,done);
  input [4:0] data_in;
  input rst,start,clk;
  output [4:0] data_out;
  output done;
  wire ldy,addsub,ldf,sclrf,shf,lds,shs,sel,sclrr,ldr,m0,m1;
  data dp(data_in,clk,ldy,addsub,ldf,sclrf,shf,lds,shs,sel,sclrr,ldr,m0,m1,data_out);
  control cu(start,m0,m1,rst,clk,ldy,addsub,ldf,sclrf,shf,lds,shs,sel,sclrr,ldr,done);
endmodule
module mux2in (i0, i1, sel , y);
  input [4:0] i0, i1;
  input sel;
  output [4:0] y;
  assign y = sel ? i1 : i0;
endmodule
module reg_1b (d, sclr, ld, clk, q);
  input d, sclr, ld, clk;
  output q;
  reg q;
  always @(posedge clk)
    if (sclr)
      q <= 1'b0;
    else if (ld)
      q <= d;
endmodule
module reg_5b(d, ld, clk, q);
  input [4:0] d;
  input ld, clk;
  output [4:0] q;
  reg [4:0] q;
  always @(posedge clk)
    if (ld)
      q <= d;
endmodule
module sshreg_5b (d, ser_in, ld, sh, clk, q, shout);
  input [4:0] d;
  input ld, sh, clk, ser_in;
  output shout;
  output [4:0] q;
  reg [4:0] q;
  assign shout = q[0];
  always @(posedge clk)
    if (ld)
      q <= d;
    else if (sh)
      q <= {ser_in, q[4:1]};
endmodule
```

## flow/run.sh

```bash
#!/bin/bash
# OpenROAD 26Q1-2900-gdf79404cd8, Yosys 0.63+post, stock flow scripts
make -C /OpenROAD-flow-scripts/flow DESIGN_CONFIG=/design/flow/config.mk WORK_HOME=/design/flow/orfs finish
```

==> impl_metrics.tcl <==
# collected from the flow reports
set metrics [dict create \
    layout.cells.non_filler 203 \
    fp_util_pct 41.8 \
    clk_pin_slew_worst_paths_ns 0.09 \
    fp.dieW_um 63.8 \
    whs_ns 0.515 \
    worst_pin_slew_ns 0.503 \
    cpPeakStageDelay_ns 0.44 \
    warning_count 25 \
    r2r_cells 8 \
    syn_inst 143 \
    drive_gt1_share_pct 12.9 \
    p_leak_uw 0.000696 \
    slowest_stage "dfxtp_1" \
    netSwitchingFraction_pct 19.2 \
    powerDensity_mw_per_mm2 342 \
    fin_crit_sh_pct 58.9 \
    placedCellCount 199 \
    ys_ff 33 \
    untimed_endpoints 5 \
    dp_hpwl_um 2080 \
    slew_violations 0 \
    setup_viol 0 \
    ios 14 \
    fp.dieH_um 63.8 \
    cts.repair.resized 0 \
    antenna_found_initial 0 \
    grt_pass1_wl_um 4530 \
    cts_tree "built" \
    clock.latency.late_pin_ns 0.27 \
    wl_um 2650 \
    clkPwrFrac_pct 38.1 \
    hold_viol 0 \
    post_drt_wl_per_cell_um 13.1 \
    min-delay-path-class "reg -> reg" \
    path_class "reg -> out" \
    drc_errors 0 \
    status "completed" \
    crit_family "flip-flops" \
    yosys_area_mm2 0.00153 \
    drv_cap 0 \
    start_kind "register" \
    unclocked_pins 5 \
    seq_power_share_pct 53.8 \
    htree_num_levels 1 \
    grt_overflow_total 0 \
    track_usage_pct 14.7 \
    cts_buffer_depth 2 \
    edf_count 10 \
    antennaDiodeCount 0 \
    pwr-share-comb_pct 8.1 \
    detail-route-antenna-nets 0 \
    clock_skew_ns 0.00236 \
    synth.distinct_cells 41 \
    lay_top_cells "18 x dfxtp_1, 13 x clkdlybuf4s50_1, 11 x nor2_1, 11 x mux2_2, 10 x edfxtp_1" \
    rr_endpoint "dp.f.q[4]$_SDFFE_PP0P_" \
    yosysCellCount 143 \
    reg2reg_from "dp.y.q[0]$_DFFE_PP_" \
    worstPathArrival_ns 1.48 \
    drt-initial-drc-count 31 \
    ys_warn_count 6 \
    path_cells "mux2_2 -> clkdlybuf4s50_1" \
    viasPerCell 4.99 \
    lay_top_count "dfxtp_1" \
    grt_max_degree 17 \
    first_pass_iters 3 \
    rows 22 \
    ff2ff_setup_slack_ns 1.59 \
    synthToLayoutAreaGrowth_pct 15.9 \
    syn_area_per_cell_um2 10.7 \
    portBuffers 13 \
    core_area_mm2 0.00366 \
    first_global_vias 956 \
    netlist.area_leader.share_pct 23.6 \
    synthArstFlopShare_pct 0 \
    ys.flop_type "dfxtp_1" \
    postCtsSetupRepairBufs 0 \
    hold_buffers 0 \
    fmax_ghz 0.447 \
    min_period_ns 2.24 \
    cp-startpoint "dp.mux.sel$_SDFF_PP0_" \
    crit_fanout 5 \
    setup-tns-final_ns 0 \
    maxSlewHeadroom_pct 66.4 \
    worst-path-stages 2 \
    cts_root_buf "clkbuf_8" \
    worstSetupEndpointType "output port" \
    die-area_mm2 0.00407 \
    peakVddDrop_v 0.000122 \
    cp-endpoint "data_out[0]" \
    cp.required_ns 3.04 \
    vias 1012 \
    rsz0062_at_grt "no" \
    internal_power_uw 489 \
    power_switching_uw 117 \
    crit_buf_inv 1 \
    cts_buffers 3 \
    synth.area.top_cells "dfxtp_1 24%, edfxtp_1 20%, mux2_2 8.1%" \
    place_congestion 0.749 \
    synth_area_mm2 0.00153 \
    top_area_cell "dfxtp_1" \
]
==> worst min-delay path, cell delays in order (launching register included) <==
cell     delay [ns]
dfxtp_1        0.34
mux2i_1        0.06
nor2_1         0.08
==> through the flow <==
| stage | utilization (%) | setup WS (ns) | instance area [um2] | power, uW |
|---|---|---|---|---|
| after global placement | 46.4 | 1.64 | 1700 | 382 |
| after global routing | 48.4 | 1.48 | 1770 | 632 |
| after CTS | 48.4 | 1.54 | 1770 | 614 |
| after detailed placement | 46.4 | 1.59 | 1700 | 382 |
| final | 48.4 | 1.56 | 1770 | 606 |
| after floorplan | - | 1.69 | 1530 | 358 |
==> registers in the layout, indices dropped and copies added, names as in the netlist <==
register	flops
cu.ldf	1
dp.f.q	5
dp.s.q	5
done	1
cu.ns	5
cu.sclrr	1
dp.mux.sel	1
cu.shs	1
cu.ps	5
addsub	1
dp.y.q	5
cu.ldy	1
dp.r.q	1
==> power by group through the flow <==
stage / clock [uW] / sequential [uW] / combinational (uW)
4_1_cts: 239 / 326 / 49.2
5_1_grt: 250 / 328 / 54.6
6_report: 231 / 326 / 49.0
==> how the worst min path moves through the flow <==
stage | startpoint | endpoint | depth (start not counted)
4_1_cts | dp.r.q$_SDFFE_PP0P_ | dp.r.q$_SDFFE_PP0P_ | 2
5_1_grt | dp.r.q$_SDFFE_PP0P_ | dp.r.q$_SDFFE_PP0P_ | 2
6_report | dp.r.q$_SDFFE_PP0P_ | dp.r.q$_SDFFE_PP0P_ | 2
==> kinds of logic after synthesis <==
family                     after synthesis  synth area share (%)
xor gates and xnor gates                 5                  2.86
buffers and inverters                   12                  2.95
adders and majority gates                7                  6.22
DFF                                     28                  43.2
AOI/OAI and AO/OA                       27                  12.9
latches                                  5                  4.91
and+or+nand+nor                         43                  15.5
muxes                                   16                  11.5
==> area by class of cell <==
type / count / area, um2
inverter: 7 / 26.3
fill: 336 / 1890
clock inverter: 1 / 30.0
timing repair buffer: 13 / 130
clock buffer: 3 / 41.3
sequential: 33 / 736
tap: 48 / 60.1
multi-input combinational: 98 / 748
==> metal layers <==
metal | track usage (%) | wire, um | vias up
met5 | 0 | 0 | -
met4 | 1.99 | 27 | 0
met3 | 1.27 | 15 | 2
met2 | 20.5 | 1140 | 3
met1 | 26.3 | 1470 | 467
li1 | - | - | 540
==> synth_stat cells (all sizes together), types with 2 or more instances <==
cell type,n
dfxtp,18
a311oi,2
nor2b,7
a21oi,9
edfxtp,10
nand2,2
dlxtn,5
nor2,11
inv,7
nand2b,4
mux2i,4
and2,2
clkbuf,5
xnor2,2
a211oi,5
ha,6
nand3,3
xor2,3
mux2,12
nor3,7
Power figures rest on the tool's default switching activity, not on a simulated workload.
